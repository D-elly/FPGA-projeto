### /design/flow/config.mk
export PLATFORM = sky130hd
export DESIGN_NAME = eff_1
export DESIGN_NICKNAME = eff_1
export VERILOG_FILES = /design/flow/design.v
export SDC_FILE = /design/flow/constraint.sdc
export NUM_CORES = 4
export LEC_CHECK = 1
export CORE_AREA = 10 10 70 70
export DIE_AREA = 0 0 80 80
### /design/flow/run.sh
#!/bin/bash
# OpenROAD 26Q1-2900-gdf79404cd8, Yosys 0.63+post, stock flow scripts
make -C /OpenROAD-flow-scripts/flow DESIGN_CONFIG=/design/flow/config.mk WORK_HOME=/design/flow/orfs finish
### /design/flow/design.v
module eff_1 #(
    parameter int CLK_FREQ     = 50_000_000
)( 
    input  logic       i_clk,          
    input  logic       i_rst_n,        
    input  logic       data_valid,    
    input  logic [7:0] receive_byte,      
    output logic [7:0] clipping_byte    
);
    logic [7:0] CLIP_LEVEL = 8'd200;
    logic [7:0] clipping_get;
    always_ff @(posedge i_clk) begin
        if (receive_byte > CLIP_LEVEL) begin
            clipping_get <= CLIP_LEVEL;
        end else if (receive_byte < -CLIP_LEVEL) begin
            clipping_get <= -CLIP_LEVEL;  
        end else begin
            clipping_get <= receive_byte;
        end 
    end 
    assign clipping_byte = clipping_get;
endmodule
### /design/flow/constraint.sdc
current_design eff_1

set clk_period 2.7
set clk_io_pct 0.2

create_clock -name clk0 -period $clk_period [get_ports {i_clk}]

set non_clock_inputs [all_inputs -no_clocks]
set_input_delay [expr $clk_period * $clk_io_pct] -clock clk0 $non_clock_inputs
set_output_delay [expr $clk_period * $clk_io_pct] -clock clk0 [all_outputs]
==> deck_impl_summary.md <==
Key Metrics from the Run

Job
  • MaxCap Viol Count: 0
  • Log Warnings: 27

Route
  • Residual DRC: 0
  • Antenna cells: 0
  • Final wirelength: roughly 800 microns
  • Routed len/inst: 9.18 microns
  • Final ANT Viol Nets: 0
  • First-pass iteration count of the detailed router: 2
  • Drt initial violations: 10
  • Via density: 2.81
  • Via count: 239

Worst setup path
  • Required time worst endpoint: 2.16 ns
  • Crit path from: clipping_get[3]$_SDFF_PP1_
  • Peak fanout along the critical path: 1
  • Critical Path, Cell by Cell: clkdlybuf4s50_1
  • Critical path depth in cells: 1
  • Buf+Inv Stages, Crit Path: 1
  • Critical Path End Type: output port
  • Slowest CP cell: clkdlybuf4s50_1
  • Worst path top cell family by delay: buffers and inverters
  • Max incr delay on CP: approximately 0.49 ns
  • Crit path kind: reg -> out
  • CP Data Arrival Time: 1.04 ns
  • CP Launch Type: flop

Final timing
  • Worst-Margin Slew: 0.499 ns
  • Final min period: 1.58 ns
  • Final TNS setup: 0 ns
  • Slew headroom: 0.665
  • Final setup vio count: 0
  • Fmax: 0.631 GHz
  • Final period util: 0.587
  • Max Slew Vio Count: 0
  • Hold Violations, Final: 0
  • WHS: 0.849 ns
  • Unrepaired setup endpoints after global routing: false

Placement
  • Port bufs: 16
  • GP Congestion: 0.715

Die
  • Core area: 3420 sq um
  • DIE WIDTH: about 80 microns
  • FP Util: 0.0747
  • Die Height: 80 microns
  • Rows: 21
  • Die ar.: about 6400 sq um
  • I/O pin cnt: 19

Synth
  • Top cells, area: dfxtp_1 63%, nor3b_1 8.8%, maj3_1 7.8%, o211ai_1 5.9%, inv_1 4.4%
  • Mean post-synth cell area: 11.6 sq um
  • Yosys Instances: 22
  • Top-area cell type share of the netlist area: 0.627
  • Cell Area, Synth: 255 sq um
  • Yosys warning tally: 1
  • Yosys stat chip area: between 200 and 300 sq um
  • Synthesized instance count: 22
  • Cell Type Count: 8
  • Yosys top cell by area: dfxtp_1
  • Register bit total from synthesis: 8
  • Synth Seq Share: 0.627

Hold path
  • HP Start: receive_byte[0]
  • Hold Path Depth: 2
  • Hold WC Path Type: in -> reg

Clock network
  • Postcts setup bufs: 0
  • Cts hold-fix bufs: 0
  • CTS H-tree depth: 1
  • Clock root buffer: clkbuf_4
  • CTS tree: built
  • Clock-pin slew on the worst setup and hold paths: 0.06 ns
  • Max Root-Sink Buffers: 2
  • Clk sinks: 8
  • TritonCTS buffer count: 3
  • CTS resizes: 0

Power
  • Power Density: 534 nW/um^2
  • Tot Pwr: between 0.2 and 0.3 mW
  • Peak VDD IR: 0.000233 V
  • Leakage: 0.175 nW

GRT
  • Initial antenna violation count: 0
  • Gr ovfl total: 0
  • Total GRT Usage: 0.0237
  • Vias in the first global route: 235
  • Largest net degree at the start of global routing: 7
  • First-pass GRT wire length: between 1 and 1.5 mm

Layout
  • Max reg flops: 8
  • FILL cells: around 400
  • Syn-to-layout area delta: 91.2%
  • Biggest register: clipping_get
  • Share of layout cells above drive strength 1: 0.0769
  • Top Registers: clipping_get: 8 flops

Status
  • Run status: complete, no violations
==> final timing paths <==
| check | to | slack [ns] |
|---|---|---|
| setup / recovery | clipping_byte[3] | 1.12 |
| hold / removal | clipping_get[0]$_SDFF_PP0_ | 0.85 |
==> through the flow <==
| stage | instance area (sq um) | utilization | std cells | worst slack, ns |
|---|---|---|---|---|
| floorplan | 255 | - | 22 | 1.56 |
| global placement | 465 | 0.136 | 82 | 0.990 |
| detailed placement | 465 | 0.136 | 82 | 0.918 |
| CTS | 488 | 0.143 | 85 | 1.11 |
| global route | 488 | 0.143 | 85 | 1.07 |
| finish | 488 | 0.143 | 85 | 1.12 |
==> cells in the mapped netlist <==
cell type / number
nor3b_1: 3
o311a_1: 1
clkbuf_1: 2
maj3_1: 2
o211ai_1: 2
a311oi_1: 1
dfxtp_1: 8
inv_1: 3
==> layout by cell type, fill, tap and decap left out <==
master / instances
dfxtp_1: 8
clkbuf_4: 3
nor3b_1: 3
o211ai_1: 2
clkdlybuf4s50_1: 16
maj3_1: 2
inv_1: 3
o311a_1: 1
a311oi_1: 1
==> layout make-up <==
class	instances	area [sq um]	share of cell area
multi-input cells	9	76.3	0.156
repair buffers	16	160	0.328
well taps	46	57.6	0.118
clock buffers	3	22.5	0.0462
inverters	3	11.3	0.0231
flip-flops and latches	8	160	0.328
==> power breakdown <==
| part | leakage, nW | total (mW) | internal, mW | switching, mW |
|---|---|---|---|---|
| sequential | 0.0673 | 0.129 | 0.127 | 0.00222 |
| combinational | 0.0942 | 0.0398 | 0.0285 | 0.0113 |
| clock | 0.0138 | 0.0918 | 0.0509 | 0.0409 |
| total | 0.175 | 0.261 | 0.206 | 0.0544 |
==> metal layers <==
metal / vias up / track usage / routed length [microns]
li1: 112 / - / -
met4: 0 / 0.00176 / 0
met2: 19 / 0.0193 / 167
met5: - / 0 / 0
met3: 0 / 0.0318 / 203
met1: 108 / 0.0330 / 409
==> kinds of logic after synthesis <==
| family | Yosys count | synth area share |
|---|---|---|
| and+or+nand+nor | 3 | 0.0882 |
| DFF | 8 | 0.627 |
| adders and majority gates | 2 | 0.0784 |
| buffers and inverters | 5 | 0.0735 |
| AOI/OAI and AO/OA | 4 | 0.132 |
Power is estimated from default activity; no workload was simulated.
