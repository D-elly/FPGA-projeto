## flow/run.sh

```bash
#!/bin/bash
# OpenROAD 26Q1-2900-gdf79404cd8, Yosys 0.63+post, stock flow scripts
make -C /OpenROAD-flow-scripts/flow DESIGN_CONFIG=/design/flow/config.mk WORK_HOME=/design/flow/orfs finish
```

## flow/config.mk

```make
export PLATFORM = sky130hd
export DESIGN_NAME = uart_echo_colorlight_i9
export DESIGN_NICKNAME = uart_echo_colorlight_i9
export VERILOG_FILES = /design/flow/design.v
export SDC_FILE = /design/flow/constraint.sdc
export NUM_CORES = 4
export LEC_CHECK = 1
export CORE_UTILIZATION = 50
```

## flow/constraint.sdc

```tcl
current_design uart_echo_colorlight_i9

set clk_period 4.1
set clk_io_pct 0.2

create_clock -name clk0 -period $clk_period [get_ports {clk_50mhz}]

set non_clock_inputs [all_inputs -no_clocks]
set_input_delay [expr $clk_period * $clk_io_pct] -clock clk0 $non_clock_inputs
set_output_delay [expr $clk_period * $clk_io_pct] -clock clk0 [all_outputs]
```

## flow/design.v

```verilog
module uart_echo_colorlight_i9 (
    input  logic       clk_50mhz,
    input  logic       reset_n,
    input  logic       uart_rx,
    output logic       uart_tx,
    input logic     botao_a,   
    input logic     botao_b
);
    logic [7:0] data_byte;         
    logic [7:0] filtered_byte;     
    always_comb begin
        if (botao_a) begin
            if (data_byte > 8'd150) begin
                filtered_byte = 8'd150;
            end else begin
                filtered_byte = data_byte;
            end
        end else if (botao_b) begin
            filtered_byte = {data_byte[7:5], 5'b00000};
        end else begin
            filtered_byte = data_byte;
        end
    end
    logic [7:0] reset_counter = 8'd0;
    logic reset_n_internal = 1'b0;
    always_ff @(posedge clk_50mhz) begin
        if (reset_counter < 8'd255) begin
            reset_counter <= reset_counter + 1'b1;
            reset_n_internal <= 1'b0;
        end else begin
            reset_n_internal <= 1'b1;
        end
    end
    logic       rx_dv;
    logic [7:0] rx_byte;
    logic       tx_dv;
    logic [7:0] tx_byte;
    logic       tx_active, tx_done;
    logic rx_dv_reg, rx_dv_reg2;
    logic [7:0] rx_byte_reg, rx_byte_reg2;
    localparam HEADER_BYTE = 8'hAA;
    uart_top #(
        .CLK_FREQ_HZ(25_000_000),   
        .BAUD_RATE(115200)
    ) uart_inst (
        .i_clk(clk_50mhz),
        .i_rst_n(reset_n_internal),
        .i_uart_rx(uart_rx),
        .o_uart_tx(uart_tx),
        .i_tx_dv(tx_dv),
        .i_tx_byte(tx_byte),
        .o_tx_active(tx_active),
        .o_tx_done(tx_done),
        .o_rx_dv(rx_dv),
        .o_rx_byte(rx_byte)
    );
    typedef enum logic [1:0] {
        WAIT_HEADER,
        ECHO_DATA,
        WAIT_TX_DONE
    } state_t;
    state_t state;
    logic       prev_tx_done;
    logic       tx_done_rising;
    always_ff @(posedge clk_50mhz or negedge reset_n_internal) begin
        if (!reset_n_internal) begin
            prev_tx_done <= 1'b0;
        end else begin
            prev_tx_done <= tx_done;
        end
    end
    assign tx_done_rising = tx_done && !prev_tx_done;
    always_ff @(posedge clk_50mhz or negedge reset_n_internal) begin
        if (!reset_n_internal) begin
            rx_dv_reg <= 1'b0;
            rx_byte_reg <= 8'h00;
            rx_dv_reg2 <= 1'b0;
            rx_byte_reg2 <= 8'h00;
        end else begin
            rx_dv_reg <= rx_dv;
            rx_byte_reg <= rx_byte;
            rx_dv_reg2 <= rx_dv_reg;
            rx_byte_reg2 <= rx_byte_reg;
        end
    end
    always_ff @(posedge clk_50mhz or negedge reset_n_internal) begin
        if (!reset_n_internal) begin
            state <= WAIT_HEADER;
            tx_dv <= 1'b0;
            tx_byte <= 8'h00;
            data_byte <= 8'h00;
        end else begin
            tx_dv <= 1'b0;
            case (state)
                WAIT_HEADER: begin
                    if (rx_dv && (rx_byte == HEADER_BYTE)) begin
                        state <= ECHO_DATA;
                    end
                end
                ECHO_DATA: begin
                    if (rx_dv) begin
                        if (rx_byte == HEADER_BYTE) begin
                            state <= WAIT_HEADER;
                        end else begin
                            if (!tx_active) begin
                                data_byte <= rx_byte;   
                                tx_dv <= 1'b1;
                                tx_byte <= HEADER_BYTE;   
                                state <= WAIT_TX_DONE;
                            end
                        end
                    end
                end
                WAIT_TX_DONE: begin
                    if (tx_done_rising) begin
                        if (tx_byte == HEADER_BYTE) begin
                            tx_dv <= 1'b1;
                            tx_byte <= filtered_byte;
                        end else begin
                            state <= WAIT_HEADER;
                        end
                    end
                end
                default: state <= WAIT_HEADER;
            endcase
        end
    end
endmodule
module uart_rx #(
    parameter CLKS_PER_BIT = 434,   
    parameter CLK_FREQ_HZ = 50_000_000,
    parameter BAUD_RATE = 115200
) (
    input  logic       i_clk,         
    input  logic       i_rst_n,       
    input  logic       i_rx_serial,   
    output logic       o_rx_dv,       
    output logic [7:0] o_rx_byte      
);
    typedef enum logic [1:0] {
        IDLE      = 2'b00,
        START_BIT = 2'b01,
        DATA_BITS = 2'b10,
        STOP_BIT  = 2'b11
    } state_t;
    state_t state;
    logic rx_sync1, rx_sync2;
    logic [$clog2(CLKS_PER_BIT)-1:0] clk_count;
    logic [2:0] bit_index;
    logic [7:0] rx_byte_reg;
    always_ff @(posedge i_clk or negedge i_rst_n) begin
        if (!i_rst_n) begin
            rx_sync1 <= 1'b1;
            rx_sync2 <= 1'b1;
        end else begin
            rx_sync1 <= i_rx_serial;
            rx_sync2 <= rx_sync1;
        end
    end
    always_ff @(posedge i_clk or negedge i_rst_n) begin
        if (!i_rst_n) begin
            state       <= IDLE;
            o_rx_dv     <= 1'b0;
            o_rx_byte   <= 8'h00;
            clk_count   <= 0;
            bit_index   <= 0;
            rx_byte_reg <= 8'h00;
        end else begin
            o_rx_dv <= 1'b0;
            case (state)
                IDLE: begin
                    clk_count <= 0;
                    bit_index <= 0;
                    if (rx_sync2 == 1'b0) begin
                        state <= START_BIT;
                    end
                end
                START_BIT: begin
                    if (clk_count < CLKS_PER_BIT - 1) begin
                        clk_count <= clk_count + 1;
                    end else begin
                        clk_count <= 0;
                        state <= DATA_BITS;
                    end
                end
                DATA_BITS: begin
                    if (clk_count < CLKS_PER_BIT - 1) begin
                        clk_count <= clk_count + 1;
                        if (clk_count == (CLKS_PER_BIT / 2)) begin
                            rx_byte_reg[bit_index] <= rx_sync2;
                        end
                    end else begin
                        clk_count <= 0;
                        if (bit_index < 7) begin
                            bit_index <= bit_index + 1;
                        end else begin
                            state <= STOP_BIT;
                        end
                    end
                end
                STOP_BIT: begin
                    if (clk_count < CLKS_PER_BIT - 1) begin
                        clk_count <= clk_count + 1;
                        if (clk_count == (CLKS_PER_BIT / 2)) begin
                            o_rx_dv   <= 1'b1;
                            o_rx_byte <= rx_byte_reg;
                        end
                    end else begin
                        clk_count <= 0;
                        state <= IDLE;
                    end
                end
                default: state <= IDLE;
            endcase
        end
    end
endmodule
module uart_top #(
    parameter CLK_FREQ_HZ = 50_000_000,   
    parameter BAUD_RATE   = 115200         
) (
    input  logic       i_clk,           
    input  logic       i_rst_n,         
    input  logic       i_uart_rx,       
    output logic       o_uart_tx,       
    input  logic       i_tx_dv,         
    input  logic [7:0] i_tx_byte,       
    output logic       o_tx_active,     
    output logic       o_tx_done,       
    output logic       o_rx_dv,         
    output logic [7:0] o_rx_byte        
);
    localparam int CLKS_PER_BIT = CLK_FREQ_HZ / BAUD_RATE;
    uart_tx #(
        .CLKS_PER_BIT(CLKS_PER_BIT)
    ) uart_tx_inst (
        .i_clk       (i_clk),
        .i_rst_n     (i_rst_n),
        .i_tx_dv     (i_tx_dv),
        .i_tx_byte   (i_tx_byte),
        .o_tx_serial (o_uart_tx),
        .o_tx_active (o_tx_active),
        .o_tx_done   (o_tx_done)
    );
    uart_rx #(
        .CLKS_PER_BIT(CLKS_PER_BIT)
    ) uart_rx_inst (
        .i_clk       (i_clk),
        .i_rst_n     (i_rst_n),
        .i_rx_serial (i_uart_rx),
        .o_rx_dv     (o_rx_dv),
        .o_rx_byte   (o_rx_byte)
    );
endmodule
module uart_tx #(
    parameter CLKS_PER_BIT = 434,   
    parameter CLK_FREQ_HZ = 50_000_000,
    parameter BAUD_RATE = 115200
) (
    input  logic       i_clk,         
    input  logic       i_rst_n,       
    input  logic       i_tx_dv,       
    input  logic [7:0] i_tx_byte,     
    output logic       o_tx_serial,   
    output logic       o_tx_active,   
    output logic       o_tx_done      
);
    typedef enum logic [2:0] {
        IDLE         = 3'b000,
        START_BIT    = 3'b001,
        DATA_BITS    = 3'b010,
        STOP_BIT     = 3'b011,
        CLEANUP      = 3'b100
    } state_t;
    state_t state, next_state;
    logic [$clog2(CLKS_PER_BIT)-1:0] clk_count;
    logic [2:0] bit_index;
    logic [7:0] tx_data;
    always_ff @(posedge i_clk or negedge i_rst_n) begin
        if (!i_rst_n) begin
            state       <= IDLE;
            o_tx_serial <= 1'b1;   
            o_tx_active <= 1'b0;
            o_tx_done   <= 1'b0;
            clk_count   <= '0;
            bit_index   <= '0;
            tx_data     <= '0;
        end else begin
            case (state)
                IDLE: begin
                    o_tx_serial <= 1'b1;   
                    o_tx_done   <= 1'b0;
                    o_tx_active <= 1'b0;
                    clk_count   <= '0;
                    bit_index   <= '0;
                    if (i_tx_dv) begin
                        tx_data     <= i_tx_byte;
                        o_tx_active <= 1'b1;
                        state       <= START_BIT;
                    end
                end
                START_BIT: begin
                    o_tx_serial <= 1'b0;   
                    if (clk_count < CLKS_PER_BIT - 1) begin
                        clk_count <= clk_count + 1'b1;
                    end else begin
                        clk_count <= '0;
                        state     <= DATA_BITS;
                    end
                end
                DATA_BITS: begin
                    o_tx_serial <= tx_data[bit_index];
                    if (clk_count < CLKS_PER_BIT - 1) begin
                        clk_count <= clk_count + 1'b1;
                    end else begin
                        clk_count <= '0;
                        if (bit_index < 7) begin
                            bit_index <= bit_index + 1'b1;
                        end else begin
                            bit_index <= '0;
                            state     <= STOP_BIT;
                        end
                    end
                end
                STOP_BIT: begin
                    o_tx_serial <= 1'b1;   
                    if (clk_count < CLKS_PER_BIT - 1) begin
                        clk_count <= clk_count + 1'b1;
                    end else begin
                        clk_count   <= '0;
                        o_tx_done   <= 1'b1;
                        o_tx_active <= 1'b0;
                        state       <= CLEANUP;
                    end
                end
                CLEANUP: begin
                    o_tx_done <= 1'b1;
                    state     <= IDLE;
                end
                default: state <= IDLE;
            endcase
        end
    end
endmodule
```

==> flow_summary.toml <==
# yosys + openroad results
[clock_tree]
cts_sinks = 91
cts_buffer_depth = 2
cts_tree = "done"
cts_root_buffer = "clkbuf_8"
cts_setup_buffers = 0
cts_htree_levels = 3
path_clk_slew_ps = 80
holdBufCountCts = 0
clk_latency_ps = 350
numCtsBuffers = 9
ctsResizeCount = 0

[critical_path]
r2r-start = "uart_inst.uart_rx_inst.bit_index[0]$_DFFE_PN0P_"
cp.required_ps = 3280
critical-path-max-stage-delay_ps = 540
critical_path.cell_chain = "clkdlybuf4s50_1"
worstRegToRegCells = 6
crit_type = "reg -> out"
timing.rr.end = "uart_inst.uart_rx_inst.rx_byte_reg[0]$_DFFE_PN0P_"
crit_fanout = 2
crit_path_top_delay_cell = "dfstp_2"
crit_start = "uart_inst.uart_tx_inst.o_tx_serial$_DFFE_PN1P_"
path_buffers = 1
path_delay_family = "flip-flops"
endpoint_kind = "output pin"
cp_data_arrival_time_ps = 1330
r2r_slack_ps = 2150
cp-start-kind = "register"

[power]
pwr-share-comb_pct = 0.5
p_leak_nw = 2.117
power_frac_seq_pct = 54.1
powerDensity_nw_per_um2 = 364.2
total_power_mw = 1.693
p_clk_share_pct = 45.4
irDropWorstVdd_uv = 177.1
p_sw_mw = 0.3143
swShare_pct = 18.57
p_int_mw = 1.379

[timing]
fin_crit_sh_pct = 52.54
setup_viol = 0
fmax_mhz = 464.2
slew_headroom_pct = 43.89
min_period_ps = 2154
hold_violations = 0
tightest_slew_ps = 841.6
rsz0062_at_grt = "no"
tns_ps = 0
final_max_slew_viol_count = 0
clock_skew_ps = 6.832

[drt]
drtAntennaViolNets = 0
drt-pass1-iter-count = 4
vias = 2658
wl_per_cell_um = 14.19
post_drt_via_cell_ratio = 5.572
routed_wirelength_um = 6770
remaining_drc_errors = 0
drt_iter0_drc = 112
n_antenna_cell = 0

[grt]
antenna_found_initial = 0
grt_pass1_wl_um = 11830
grt_start_max_net_pins = 61
grt_overflow = 0
track_usage_pct = 17.42
grt_pass1_vias = 2581

[logic_synthesis]
ys_chip_area_um2 = 4220
edf_count = 8
postSynthSeqShare_pct = 54.97
synth_flops = 91
synthCells = 357
ys.flop_type = "dfrtp_1"
syn_area_um2 = 4220
yosys.area.top_type = "dfrtp_1"
syn_avg_cell_area_um2 = 11.82
ys_cells = 357
async_flop_share_pct = 90.11
ys_types = 51
top_cell_area_share_pct = 45.06
top_cells_by_area = "dfrtp_1 45%, mux2_2 6.9%, edfxtp_1 5.7%"
yosysWarnings = 3

[placement]
portBuffers = 4
gp_routability_congestion = 0.7831
dp.cells = 461
dp_hpwl_um = 4642

[flow_run]
warnings = 29
maxCapViolations = 0

[layout]
fill_cells = 660
syn_to_final_growth_pct = 10.14
drive_gt1_share_pct = 19.89
final_cells = 477

[floorplanning]
die_y_um = 93.87
rows = 33
fp.dieArea_um2 = 8812
die-width_um = 93.87
fp_util_pct = 51.62
core_area_um2 = 8175
io_pins = 6

[worst_hold_path]
min_path_type = "reg -> async"

[status]
status = "finished, final reports clean"
==> power by group through the flow <==
stage | Clock [mW] | Sequential [mW] | Combinational (mW)
after CTS | 0.791 | 0.916 | 0.00931
final | 0.768 | 0.916 | 0.00920
after global routing | 0.829 | 0.917 | 0.00979
==> cell usage in the layout, fill, tap and decap left out, types with 5 or more instances in the layout <==
cell / count
inv_1: 19
clkbuf_8: 10
edfxtp_1: 8
and3_1: 7
nand4_1: 8
dfstp_2: 6
a21oi_1: 13
ha_1: 8
nand3_1: 23
o21ai_0: 9
xnor2_1: 8
a21o_1: 5
a22o_1: 7
mux2_4: 8
xor2_1: 5
nor2_1: 20
nand2_1: 34
dfrtp_1: 76
mux2_2: 26
mux2i_1: 8
==> cell families (layout without fill, tap and decap cells) <==
family,count (synthesis),in the layout,synth area share (%)
multiplexers,44,44,12.75
flip-flops,91,91,54.97
XOR/XNOR,13,13,2.698
adder cells (fa/ha/maj),8,8,2.372
buffers and inverters,27,42,2.609
AND-OR/OR-AND,59,59,10.26
AND/OR/NAND/NOR,115,115,14.35
==> layout make-up <==
class                           instances  area [um2]  share of cell area, %
Inverter                               19       71.32                  1.534
Clock buffer                           11       162.7                  3.499
Sequential cell                        91        2323                  49.99
Multi-Input combinational cell        239        1790                  38.52
Clock inverter                          5       106.4                  2.288
Tap cell                              105       131.4                  2.826
Timing Repair Buffer                    7       62.56                  1.346
==> metrics by stage <==
| stage | hold slack (ps) | setup slack, ps | cell area [um2] | util [%] |
|---|---|---|---|---|
| 4_1_cts | 149.5 | 1923 | 4648 | 56.86 |
| 3_3_place_gp | 140.9 | 2091 | 4379 | 53.57 |
| 5_1_grt | 176.6 | 1873 | 4648 | 56.86 |
| 2_1_floorplan | 345.2 | 1418 | 4220 | - |
| 3_5_place_dp | 143.0 | 2082 | 4379 | 53.57 |
| 6_report | 137.1 | 1946 | 4648 | 56.86 |
==> synthesized netlist by cell type, types with 2 or more instances <==
cell type,number
a21boi_0,2
a21o_1,5
inv_1,19
nand3_1,23
nand2_1,34
mux4_2,2
a211oi_1,4
mux2_2,26
mux2_4,8
nor2_1,20
o21ai_0,9
nor4_1,2
a31oi_1,3
ha_1,8
nand2b_1,3
o22ai_1,4
nor3_1,3
edfxtp_1,8
a21oi_1,13
nand4_1,8
clkbuf_1,6
dfrtp_1,76
and3_1,7
xnor2_1,8
dfstp_2,6
mux2i_1,8
and2_1,2
xor2_1,5
o2bb2ai_1,4
a22o_1,7
and4bb_2,4
==> how the worst max path moves through the flow <==
stage	to	slack (ps)	depth (start not counted)
CTS	uart_tx	1920	1
global route	uart_tx	1870	1
finish	uart_tx	1950	1
==> metal layers <==
metal	wire [um]	vias up	GRT usage [%]
li1	-	1310	-
met5	0	-	0
met3	131	13	2.634
met1	3463	1308	28.54
met4	150	0	3.077
met2	3025	27	26.34
No activity file was given, so power comes from the tool's default toggle rates.
